[design.v]
module UartTx
#(
	parameter real CLOCK_FREQUENCY=100000000,
	parameter real BAUD=56000,
	parameter integer BUFFER_SIZE=8
)
(
	input RST,
	input CLK,
	input [7:0] DATA,
	input WRITE,
	output WRITE_READY,
	output reg TX
);
	parameter integer uart_interval = CLOCK_FREQUENCY / BAUD;  
	parameter integer pos_reg_size = $clog2(BUFFER_SIZE + 1);  
	reg [$clog2(uart_interval) - 1'd1:0] tx_clk_counter;  
	wire tx_strobe;  
	reg [7:0] buffer [0:BUFFER_SIZE];  
	reg [pos_reg_size - 1:0] pos_write;  
	reg [pos_reg_size - 1:0] pos_tx;  
	reg [pos_reg_size - 1:0] pos_write_next;  
	wire write_ready;  
	wire tx_ready;  
	reg [3:0] uart_state;
	wire waiting;  
	assign tx_strobe = !tx_clk_counter;
	always @(posedge CLK or posedge RST) begin
		if (RST) begin
			tx_clk_counter <= uart_interval - 1'd1;
		end
		else begin
			if (waiting) begin
				tx_clk_counter <= 1'd1;
			end
			else begin
				if (!tx_clk_counter) begin
					tx_clk_counter <= uart_interval - 1'd1;
				end
				else begin
					tx_clk_counter <= tx_clk_counter - 1'd1;
				end
			end
		end
	end
	assign write_ready = pos_write_next != pos_tx;
	assign tx_ready = pos_write != pos_tx;
	assign WRITE_READY = write_ready;
	always @(*) begin
		if (!pos_write) begin
			pos_write_next = BUFFER_SIZE;
		end
		else begin
			pos_write_next = pos_write - 1'd1;
		end
	end
	always @(posedge CLK or posedge RST) begin
		if (RST) begin
			pos_write <= BUFFER_SIZE;
		end
		else begin
			if (write_ready & WRITE) begin
				buffer[pos_write] <= DATA;
				if (!pos_write) begin
					pos_write <= BUFFER_SIZE;
				end
				else begin
					pos_write <= pos_write - 1'd1;
				end
			end
		end
	end
	assign waiting = uart_state == 4'd9;
	always @(posedge CLK or posedge RST) begin
		if (RST) begin
			uart_state <= 4'd8;
			pos_tx <= BUFFER_SIZE;
			TX <= 1'd1;
		end
		else begin
			case (uart_state)
				4'd7: begin
					if (tx_strobe) begin
						TX <= buffer[pos_tx][uart_state];
						uart_state <= 4'd8;
						if (!pos_tx) begin
							pos_tx <= BUFFER_SIZE;
						end
						else begin
							pos_tx <= pos_tx - 1'd1;
						end
					end
				end
				4'd8: begin
					if (tx_strobe) begin
						TX <= 1'd1;
						uart_state <= 4'd9;
					end
				end
				4'd9: begin
					if (tx_ready) begin
						uart_state <= 4'd10;
					end
				end
				4'd10: begin
					if (tx_strobe) begin
						TX <= 1'd0;
						uart_state <= 4'd0;
					end
				end
				default: begin
					if (tx_strobe) begin
						TX <= buffer[pos_tx][uart_state];
						uart_state <= uart_state + 1'd1;
					end
				end
			endcase
		end
	end
endmodule
module UartRx
#(
	parameter real CLOCK_FREQUENCY=100000000,
	parameter real BAUD=56000,
	parameter integer BUFFER_SIZE=8,
	parameter integer SAMPLE_SIZE=16
)
(
	input RST,
	input CLK,
	input READ,
	input RX,
	output [7:0] DATA,
	output READ_READY
);
	parameter integer sampling_interval = CLOCK_FREQUENCY / BAUD / SAMPLE_SIZE;  
	parameter integer window_size_half = (SAMPLE_SIZE / 2.0);  
	parameter integer pos_reg_size = $clog2(BUFFER_SIZE + 1);  
	reg [$clog2(sampling_interval) - 1'd1:0] sampling_clk_counter;  
	wire sample_strobe;  
	reg [$clog2(SAMPLE_SIZE) - 1'd1:0] uart_clk_counter;  
	wire rx_strobe;  
	reg rx_sample;  
	reg [SAMPLE_SIZE - 1:0] sample_window;  
	reg [$clog2(SAMPLE_SIZE + 1'd1) - 1:0] ones_count;  
	reg rx_filtered_old;  
	wire rx_filtered;  
	wire falling_edge;  
	reg [7:0] buffer [0:BUFFER_SIZE];
	reg [pos_reg_size - 1:0] pos_read;  
	reg [pos_reg_size - 1:0] pos_rx;  
	reg [pos_reg_size - 1:0] pos_rx_next;  
	wire read_ready;  
	wire rx_ready;  
	reg [3:0] uart_state;
	reg [7:0] frame_data;  
	wire waiting;  
	assign sample_strobe = !sampling_clk_counter;
	always @(posedge CLK or posedge RST) begin
		if (RST) begin
			sampling_clk_counter <= sampling_interval - 1'd1;
		end
		else begin
			if (!sampling_clk_counter) begin
				sampling_clk_counter <= sampling_interval - 1'd1;
			end
			else begin
				sampling_clk_counter <= sampling_clk_counter - 1'd1;
			end
		end
	end
	assign rx_strobe = !uart_clk_counter & sample_strobe;
	always @(posedge CLK or posedge RST) begin
		if (RST) begin
			uart_clk_counter <= SAMPLE_SIZE - 1'd1;
		end
		else begin
			if (sample_strobe) begin
				if (waiting) begin
					uart_clk_counter <= window_size_half - 1;
				end
				else begin
					if (!uart_clk_counter) begin
						uart_clk_counter <= SAMPLE_SIZE - 1'd1;
					end
					else begin
						uart_clk_counter <= uart_clk_counter - 1'd1;
					end
				end
			end
		end
	end
	assign rx_filtered = ones_count >= window_size_half;
	assign falling_edge = ~rx_filtered & rx_filtered_old;
	always @(posedge CLK or posedge RST) begin
		if (RST) begin
			sample_window <= 1'd0;
			ones_count <= 1'd0;
			rx_filtered_old <= 1'd0;
			rx_sample <= 1'd1;
		end
		else begin
			if (sample_strobe) begin
				rx_sample <= RX;
				ones_count <= ones_count + rx_sample - sample_window[SAMPLE_SIZE - 1];
				sample_window <= {sample_window, rx_sample};
				rx_filtered_old <= rx_filtered;
			end
		end
	end
	assign read_ready = pos_rx != pos_read;
	assign rx_ready = pos_rx_next != pos_read;
	assign READ_READY = read_ready;
	assign DATA = buffer[pos_read];
	always @(*) begin
		if (!pos_rx) begin
			pos_rx_next = BUFFER_SIZE;
		end
		else begin
			pos_rx_next = pos_rx - 1'd1;
		end
	end
	always @(posedge CLK or posedge RST) begin
		if (RST) begin
			pos_read <= BUFFER_SIZE;
		end
		else begin
			if (read_ready & READ) begin
				if (!pos_read) begin
					pos_read <= BUFFER_SIZE;
				end
				else begin
					pos_read <= pos_read - 1'd1;
				end
			end
		end
	end
	assign waiting = uart_state == 4'd9;
	always @(posedge CLK or posedge RST) begin
		if (RST) begin
			uart_state <= 4'd9;
			pos_rx <= BUFFER_SIZE;
		end
		else begin
			case (uart_state)
				4'd8: begin
					if (rx_strobe) begin
						if (rx_ready & rx_filtered) begin
							buffer[pos_rx] <= frame_data;
							if (!pos_rx) begin
								pos_rx <= BUFFER_SIZE;
							end
							else begin
								pos_rx <= pos_rx - 1'd1;
							end
						end
						uart_state <= 4'd9;
					end
				end	
				4'd9: begin
					if (falling_edge) begin
						uart_state <= 4'd10;
					end
				end
				4'd10: begin
					if (rx_strobe) begin
						if (~rx_filtered) begin
							uart_state <= 4'd0;
						end
						else begin
							uart_state <= 4'd9;
						end
					end
				end
				default: begin
					if (rx_strobe) begin
						frame_data <= {rx_filtered, frame_data[7:1]};
						uart_state <= uart_state + 1'd1;
					end
				end
			endcase
		end
	end
endmodule
[run.sh]
#!/bin/bash
# OpenROAD 26Q1-2900-gdf79404cd8, Yosys 0.63+post, stock flow scripts
make -C /OpenROAD-flow-scripts/flow DESIGN_CONFIG=/design/flow/config.mk WORK_HOME=/design/flow/orfs finish
[config.mk]
export PLATFORM = sky130hd
export DESIGN_NAME = UartRx
export DESIGN_NICKNAME = UartRx
export VERILOG_FILES = /design/flow/design.v
export SDC_FILE = /design/flow/constraint.sdc
export NUM_CORES = 4
export LEC_CHECK = 1
export CORE_UTILIZATION = 50
[constraint.sdc]
current_design UartRx

set clk_period 5.8
set clk_io_pct 0.2

create_clock -name clk0 -period $clk_period [get_ports {CLK}]

set non_clock_inputs [all_inputs -no_clocks]
set_input_delay [expr $clk_period * $clk_io_pct] -clock clk0 $non_clock_inputs
set_output_delay [expr $clk_period * $clk_io_pct] -clock clk0 [all_outputs]
==> out/metrics.sh <==
GRT-OVFL-TOTAL=0
SETUP_REPAIR_AFTER_GLOBAL_ROUTING_MISSED_ITS_MARGIN='no'
FINALCLOCKPERIODUSAGE=0.704
IR_WORST_VDD_uV=207
GRT_PASS1_WL_MM=17.7
AREA_LEADERS='edfxtp_1 (43%), dfrtp_1 (14%), dfstp_2 (7.0%)'
DRC=0
WORST_PIN_SLEW_PS=978
CRIT_PATH_START_KIND='flip-flop'
SLOWEST_STAGE='dfrtp_1'
CLOCK_TRANSITION_AT_THE_REGISTERS_OF_THE_REPORTED_PATHS_PS=50
FMAX_MHz=245
CP_DATA_ARRIVAL_TIME_PS=2920
INTERNAL-POWER_mW=1.62
LARGEST_AREA_CELL='edfxtp_1'
ROUTE.FINAL.WIRE_LENGTH_MM=10.7
DATA_REQUIRED_TIME_AT_THE_WORST_ENDPOINT_PS=4640
POST-ROUTE-MIN-PERIOD_PS=4080
ROUTABILITYCONGESTION=0.833
NETSWITCHINGPOWER_mW=0.374
DP_HPWL_MM=6.82
YS_CELLS=477
DRT_PASS1_ITERATIONS=4
ANTENNA_VIOLATING_NETS_POST_ROUTE=0
CRITICAL-PATH-MAX-STAGE-DELAY_PS=590
CTS_MADE_BUFFERS=17
POSTCTSSETUPREPAIRBUFS=0
CRITICAL_PATH_BUF_INV_COUNT=1
CTS_HOLD_REPAIR.BUFFERS=0
CTSROOTBUFFERMASTER='clkbuf_16'
CLOCK_POWER_SHARE=0.519
FLOORPLANUTILIZATION=0.517
POWER.SEQUENTIAL.FRACTION=0.476
POWER.COMBINATIONAL.FRACTION=0.005
FINAL_CORE_UTILIZATION=0.598
SYNTH-EDFF-COUNT=80
WORSTHOLDPATHTYPE='reg -> reg'
GR-USAGE-ALL-LAYERS=0.216
POWER.SHARE.SWITCHING=0.188
CRIT_FAMILY='simple AND/OR/NAND/NOR gates'
SYNTHFLOPTYPE='edfxtp_1'
CLOCK_SINKS=126
CTSLONGESTPATHBUFFERS=2
POWER.DENSITY_mW_PER_MM2=305
CRIT_PATH_MAX_FANOUT=19
HOLD_VIOLATIONS=0
CTS_RESIZED=0
DIE_Y_UM=108
YOSYSWARNINGS=4
GRT_PASS1_VIAS=3468
ASYNCSETRESETFLOPFRACSYNTH=0.365
CRITICALPATHCATEGORY='reg -> out'
CAP_VIOLATIONS=0
TOP_LEVEL_PORTS=13
TRITONCTS_CLOCK_TREE='done'
YS_CHIP_AREA_MM2=0.00565
SYNTH_SEQ_SHARE=0.632
DRT_FIRST_ITER_VIOLATIONS=194
PIN_COUNT_OF_THE_BIGGEST_NET_ENTERING_GLOBAL_ROUTING=47
NUM_ANTENNA_CELLS=0
YOSYS.AREA.TOP_TYPE_SHARE=0.425
FIN_SKEW_PS=9.55
H-TREE-DEPTH=4
SLEW_HEADROOM=0.346
SETUP_VIOL=0
PLACEMENTROWS=38
RUN_STATUS='completed'
SYNTHESIS.AREA_PER_INSTANCE_UM2=11.8
IO_BUFFER_COUNT=12
POSTSYNTHREGISTERBITS=126
YOSYS.CELL_TYPES.COUNT=57
TOTAL_LEAKAGE_POWER_nW=2.52
CORE_BOX_AREA_MM2=0.0109
ANTENNA_FOUND_INITIAL=0
SETUP_TOTAL_NEGATIVE_SLACK_PS=0
PATH_CELLS='or2_2 -> nor2_1 -> a2111oi_0 -> a31oi_1 -> clkdlybuf4s50_1'
RATIO_OF_CELLS_WITH_DRIVE_ABOVE_1_IN_THE_FINAL_LAYOUT=0.145
ROUTE.DETAILED.WL_PER_INST_UM=16.5
DIE_W_UM=108
SYN-INSTANCE-COUNT=477
DESIGN.DIE.AREA_MM2=0.0117
WARNINGS=28
VIAS_PER_INSTANCE=5.52
MAXSLEWVIOLCOUNT=0
CLOCK_INSERTION_DELAY_WORST_SKEW_PS=410
SYN_TO_FINAL_GROWTH_PCT=15.7
SYNTHESIS.AREA_MM2=0.00565
ENDPOINT_KIND='output port'
DR_TOTAL_VIAS=3590
==> cells in the mapped netlist (5+ instances only) <==
cell	n
nand2_1	86
edfxtp_1	80
dfrtp_1	31
o21ai_0	26
inv_1	22
nor2_1	21
clkbuf_1	18
a21oi_1	16
dfstp_2	15
mux2i_1	15
nand3_1	13
nor3_1	13
ha_1	12
nor2b_1	9
xnor2_1	7
a31oi_1	6
buf_1	5
nand2b_1	5
or2_2	5
xor2_1	5
==> cells by family after synthesis <==
kind of cell,synth area share
AND-OR/OR-AND,0.0919
flip-flops,0.632
adder cells (fa/ha/maj),0.0301
XOR/XNOR,0.0186
buffers and inverters,0.0325
multiplexers,0.0465
AND/OR/NAND/NOR,0.148
==> through the flow <==
step / hold WS (ps) / setup WS (ps) / power [mW] / instance area [um2] / std cells
global placement: 444 / 2220 / 0.977 / 5960 / 618
floorplan: 433 / 2230 / 0.972 / 5650 / 477
CTS: 464 / 1700 / 2.01 / 6540 / 650
detailed placement: 448 / 2180 / 0.977 / 5960 / 618
global route: 469 / 1530 / 2.05 / 6540 / 650
finish: 460 / 1720 / 1.99 / 6540 / 650
==> cell usage in the layout, fill, tap and decap left out, drive strengths merged, types with 3 or more instances in the layout <==
cell and instances:
and3 3, a31oi 6, edfxtp 80, dfstp 15, buf 15, xor2 5
o21ai 27, nor3 13, nor2 22, nand2 86, a21oi 17, xnor2 7
or2 5, or4 3, nand2b 5, nor2b 9, o221ai 4, mux2 6
mux2i 15, o31ai 4, clkinv 8, a21o 3, inv 22, bufinv 3
ha 12, clkdlybuf4s50 12, o211ai 3, nand3 15, dfrtp 31, clkbuf 19
==> worst register-to-register path, cell delays in order, from the launching register on <==
cell and delay [ps]:
dfstp_2 380, inv_1 50, ha_1 160, or3b_4 420, nor4_4 140, buf_4 340
nand3_4 180, nor2_4 220, nand3_2 200, nor3_1 760, buf_4 290
==> worst paths after layout <==
check / from / end / slack, ps / cells past startpoint
max: pos_read[0] / DATA[7] / 1720 / 5
min reg2reg: sampling_clk_counter[0] / sampling_clk_counter[0] / 460 / 1
max reg2reg: sampling_clk_counter[0] / buffer[2][5] / 2390 / 10
max in group asynchronous: RST / sample_window[8] / 4060 / 3
min in group asynchronous: RST / pos_rx[1] / 1320 / 3
min: sampling_clk_counter[0] / sampling_clk_counter[0] / 460 / 1
==> metal layers <==
layer | wire length (um) | GRT usage
met3 | 849 | 0.0908
met1 | 4850 | 0.344
met4 | 126 | 0.0193
met5 | 0 | 0
met2 | 4910 | 0.319
==> power groups by stage <==
stage | Combinational, mW | Clock, mW | Sequential, mW
after CTS | 0.0110 | 1.05 | 0.949
after global routing | 0.0126 | 1.09 | 0.949
final | 0.0104 | 1.03 | 0.949
==> registers in the layout, indices dropped and copies added, names as in the netlist, 4 cells and up <==
register              count
ones_count                5
frame_data                8
sample_window            16
buffer                   72
pos_read                  4
sampling_clk_counter      7
uart_state                4
uart_clk_counter          4
pos_rx                    4
==> cell type report <==
class	count	area, um2
clock buffers	19	433
clock inverters	13	149
fillers	882	4400
inverters	22	82.6
multi-input cells	303	1890
flip-flops and latches	126	3570
well taps	140	175
repair buffers	27	233
Power is estimated from default activity; no workload was simulated.
